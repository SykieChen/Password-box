`design/flow/run.sh`:
```
#!/bin/bash
# OpenROAD 26Q1-2900-gdf79404cd8, Yosys 0.63+post, stock flow scripts
make -C /OpenROAD-flow-scripts/flow DESIGN_CONFIG=/design/flow/config.mk WORK_HOME=/design/flow/orfs finish
```
`design/flow/config.mk`:
```
export PLATFORM = sky130hd
export DESIGN_NAME = buffer32
export DESIGN_NICKNAME = buffer32
export VERILOG_FILES = /design/flow/design.v
export SDC_FILE = /design/flow/constraint.sdc
export NUM_CORES = 4
export LEC_CHECK = 1
export CORE_UTILIZATION = 40
```
`design/flow/constraint.sdc`:
```
current_design buffer32

set clk_period 3.8
set clk_io_pct 0.2

create_clock -name clk0 -period $clk_period [get_ports {k}]

set non_clock_inputs [all_inputs -no_clocks]
set_input_delay [expr $clk_period * $clk_io_pct] -clock clk0 $non_clock_inputs
set_output_delay [expr $clk_period * $clk_io_pct] -clock clk0 [all_outputs]
```
`design/flow/design.v`:
```
module buffer32(input4, output32, k, passed, notpassed, opened);
	input [3:0] input4;
	input k;
	output reg [31:0] output32=32'hFFFFFFFF;
	reg [31:0] password=32'h15071025;
	output reg notpassed, passed, opened;
	reg pressClear = 1'b0;
	always@(posedge k)
	begin
		if (input4=='hb && passed) 
			begin
				opened = 1;
				output32 = 'hCC0bedCC; 
				pressClear = 1;
			end
		else if (input4=='hc || pressClear)	
			begin
				output32=32'hFFFFFFFF; 
				pressClear = 0;
				passed = 0;
				notpassed = 0;
				opened = 0;
			end
		else if (input4=='hd)
			begin
				output32=output32>>4;
				output32=output32 + 32'hF0000000; 
			end
		else if (input4=='hf)
			begin
				pressClear = 1;
				if(output32 == password)
					begin
						passed = 1;
						notpassed = 0;
						opened = 0;
					end
				else
					begin
						passed = 0;
						opened = 0;
						notpassed = 1;
					end
				if (passed) output32 = 'hccba55cc;  
				if (notpassed) output32 = 'hccceeccc;  
			end
		else if (input4=='he) 
			begin
				if (output32[3:0]<'ha && output32[7:4]<'ha && output32[11:8]<'ha
					&& output32[15:12]<'ha && output32[19:16]<'ha && output32[23:20]<'ha
					&& output32[27:24]<'ha && output32[31:28]<'ha)
					begin
						password = output32;
						notpassed = 0;
						passed=1;
						pressClear = 1;  
					end
				else
					begin
						notpassed = 1;
						pressClear = 1;
						passed = 0;
					end
				if (pressClear)
					begin
						if(notpassed) 	output32 = 'hc5eccd0c;  
						if(passed) output32 = 'hcc5ecbcc; 
					end
			end
		else if (input4>='h0 && input4<='h9)
			begin
				output32=output32<<4;
				output32=output32 + input4;
			end
	end
endmodule
```
==> results.txt <==
Numbers from the implementation run.

The total number of cells along the worst setup path is 6. As reported, the later end of the worst-skew pair has a clock insertion delay of 0.34 ns. The final layout report lists a filler cell count of 717. The wire length recorded after detailed routing is about 8700 um.

The pre-CTS setup check shows a worst slack of 0.743 ns. The predominant post-synthesis flop cell is edfxtp_1. The layout summary lists the proportion of cells stronger than drive strength 1 as 7.41%. The aggregate global routing overflow is 0.

The number of maximum-capacitance violations is 0. Per the OpenROAD floorplan log, the area of the die is 8340 um2. Setup slack closes at 0.993 ns. In this run, the synthesized area fraction spent on xor and xnor cells is recorded as 8.78%. The final tally of setup violations is 0. TritonCTS built the clock tree.

The number of global-route vias before repair is 2392. The type of the setup path with the least slack is input pin to register. The number of antenna violations at the first check in global routing is 0. The synth_stat.txt file lists the number of cells as slightly above 300. The stat command in Yosys gives a chip area of 3190 um2. Counting the warning lines in the Yosys log gives 1.

The first-pass GRT wire length is roughly 14000 um. For this sky-water flow run, the detailed-routed wirelength per cell is reported as 19.3 um. The buffering stage count on the worst path with inverters included is 1.

The post-synthesis cell type with the largest combined area is edfxtp_1. The proportion of synthesized chip area in sequential cells is between 50% and 60%. The final setup skew is 0.00786 ns. In the routed design, unresolved DRC markers number 0. Entering global routing, the biggest net connects 23 pins. The buffer levels on the longest clock path is 2. The synthesized-area fraction occupied by ao, oa, aoi and oai cells is 18.7%. Per the TritonCTS log, the buffer count is 9. The final report gives the core utilization as about half.

The post-synthesis instance area is approximately 3200 um2. The detail route stage leaves a number of antenna-violating nets equal to 0. In this design, the stage delay of the slowest critical-path cell is about 0.71 ns. The OpenROAD report gives the critical path a required time of between 4 and 5 ns. The pin closest to its max-slew limit shows a slew of roughly 0.83 ns. In this run the worst path has a maximum fanout of 17. The max-slew check reports its worst relative slack as 44.0%.

The number of rows in the core area is 32. After detailed routing, the number of vias per cell comes to 5.89. For this run, asynchronously set or reset flops after synthesis account for 0%. STA classifies the critical path endpoint as a register. The worst reg2reg path depth is 5. The placed wire-length estimate after detailed placement is ~6100 um. The number of warning messages in the logs is 25.

Max-slew check failures listed in the final report amount to 0. The final period demand of the worst path is 2.81 ns. Per the summary, power density relative to cell area is 491 nW/um2. Counting instances in the post-synthesis netlist gives the leading cell types as dfxtp_1, edfxtp_1, xnor2_1. The post-synth tally of flip-flops with integrated enable is 34.

The gate-level netlist out of Yosys references 51 unique cell types. Setup repair after global routing left no endpoint under its margin. In the synthesized netlist, the dominant kind of combinational cell is AND-OR/OR-AND gates. On the critical path the data arrives at between 3 and 4 ns. Post-CTS repair ended up resizing 0 cells. In this run the layout overhead on the synthesized area is reported as 21.1%. 0 antenna diodes ended up in the layout.

Per the timing report, the achievable frequency comes out to about 0.36 GHz. For reference, simple AND, OR, NAND and NOR cells occupy 16.2% of the area reported after synthesis. Per the CTS log, the root buffer master is clkbuf_8.

The static leakage power is ~1.3 nW. The cts-stage hold buffer count is 0. The post-synthesis instance total is 304. The buffers inserted during post-CTS setup optimization is 0. Counting instances, the worst hold path has a depth of 2. The die extent in x is 91.3 um. The clock tree synthesis step divided the H-tree into 3 levels. The class of the tightest hold or removal check is register to register. The worst vdd rail ir drop is 0.000201 V. The sum of negative setup slack is 0 ns. The initial DRC count is 227. The run finished with clean final reports. The via total after detailed routing is 2666.

The number of I/O pins is approximately 40. In the post-synthesis netlist, the biggest area contributors are edfxtp_1, dfxtp_1, xnor2_1. The critical path's slowest stage uses the library cell clkdlybuf4s50_1. Once synthesis finished, the tally of register bits stood at 68. The kind of cell adding the most delay to the critical path is AND-OR/OR-AND gates. The register clock-pin slew on the reported worst setup and hold paths is about 0.070 ns. During placement, the flow inserted port buffers numbering 39. The floorplan step set the die height to 91.3 um. Measured against the total synthesized area, the mux share comes to 0%. The fraction of the mapped netlist area in adder cells is 0%. The launching element type of the critical path is an input pin. The summed area of non-filler cells in the final layout is approximately 3900 um2.

The area of the core region is 7730 um2. The final hold violation count is 0. The global routing report lists combined usage of all routing layers as 22.6%. RePlAce ended its routability-driven mode at a weighted congestion of between 0.9 and 1. The number of clock sinks is 68. The average cell area after synthesis is 10.5 um2. The smallest hold slack is a little over 0.5 ns. In the finished design, the share of the clock period the worst path needs comes to between 70 and 80%. In this run the critical path is formed by clkdlybuf4s50_1, nor2b_1, o21a_1, nor2_1, a311o_1, a21oi_1.

Once placement finished, the instance area stood at 3680 um2. The number of iterations in the first detailed-routing pass is 5. The top-area cell type share of the netlist area is 32.0%. The starting density of the core is 41.3%.
path summary, 6_finish.rpt:
check                                               start                        end  slack [ns]
worst max-delay path                            input4[1]  output32[22]$_SDFFE_PP0P_        0.99
worst min-delay path                  opened$_SDFFE_PP1P_        opened$_SDFFE_PP1P_        0.51
worst max register to register  output32[17]$_SDFFE_PP1P_    notpassed$_SDFFCE_PN0P_        1.36
worst min register to register        opened$_SDFFE_PP1P_        opened$_SDFFE_PP1P_        0.51
cell usage in the layout (no fill, tap or decap), types with 3 or more instances in the layout:
cell,synthesis,routed
a211oi_1,6,6
nand3b_1,3,3
a21oi_1,15,15
a31oi_1,3,3
nand2b_1,3,3
o21ai_1,5,5
nor2b_1,7,7
nor3_1,12,12
o22ai_1,5,5
clkbuf_8,0,10
nand4_1,11,11
inv_1,4,4
clkbuf_1,4,3
edfxtp_1,34,34
xnor2_1,32,32
clkdlybuf4s50_1,0,39
dfxtp_1,34,34
buf_4,1,6
nand3_1,7,7
o21ai_0,20,20
nand2_1,22,22
a311o_1,3,3
o221ai_1,4,4
a22oi_1,4,4
nor2_1,22,21
routing by layer:
| metal | global-route usage [%] | routed length (um) | vias up |
|---|---|---|---|
| met5 | 0 | 0 | - |
| met4 | 3.31 | 148 | 0 |
| met3 | 3.83 | 637 | 13 |
| met2 | 32.8 | 4000 | 130 |
| met1 | 38.4 | 3940 | 1290 |
| li1 | - | - | 1233 |
tightest hold or removal path: cells and delay by family, from the launching register on:
kind             cells  cell delay [ns]
AND-OR/OR-AND        1             0.09
flip-flops           1             0.32
AND/OR/NAND/NOR      1             0.06
registers in the layout (all words and copies together), names as in the netlist:
| name | flops |
|---|---|
| output32 | 32 |
| password | 32 |
| opened | 1 |
| passed | 1 |
| pressClear | 1 |
| notpassed | 1 |
cells by family (layout without fill, tap and decap cells):
group / count (synthesis) / after routing
buffers and inverters: 18 / 65
AND-OR/OR-AND: 85 / 85
XOR/XNOR: 32 / 32
flip-flops: 68 / 68
AND/OR/NAND/NOR: 101 / 101
stage by stage:
stage | total power, W | instances
CTS | 0.00191 | 453
detailed placement | 0.00134 | 437
global route | 0.00199 | 453
finish | 0.00190 | 453
floorplan | 0.00112 | 304
global placement | 0.00134 | 437
where the power goes:
group	switching, W	total [W]	internal (W)
Combinational	0.000115	0.000325	0.000209
Clock	0.000249	0.000568	0.000319
Sequential	0.000155	0.00100	0.000848
Total	0.000519	0.00190	0.00138
final cells by class:
| type | count | area [um2] | area share [%] |
|---|---|---|---|
| Clock buffer | 13 | 149 | 3.85 |
| Clock inverter | 3 | 38.8 | 1.00 |
| Inverter | 4 | 15.0 | 0.389 |
| Multi-Input combinational cell | 218 | 1400 | 36.1 |
| Sequential cell | 68 | 1700 | 44.0 |
| Tap cell | 102 | 128 | 3.30 |
| Timing Repair Buffer | 45 | 435 | 11.3 |
Power and IR drop assume default switching activity.
