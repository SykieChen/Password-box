## flow/run.sh

```bash
#!/bin/bash
# OpenROAD 26Q1-2900-gdf79404cd8, Yosys 0.63+post, stock flow scripts
make -C /OpenROAD-flow-scripts/flow DESIGN_CONFIG=/design/flow/config.mk WORK_HOME=/design/flow/orfs finish
```

## flow/config.mk

```make
export PLATFORM = sky130hd
export DESIGN_NAME = f_divider
export DESIGN_NICKNAME = f_divider
export VERILOG_FILES = /design/flow/design.v
export SDC_FILE = /design/flow/constraint.sdc
export NUM_CORES = 4
export LEC_CHECK = 1
export CORE_UTILIZATION = 40
```

## flow/constraint.sdc

```tcl
current_design f_divider

set clk_period 3.5
set clk_io_pct 0.2

create_clock -name clk0 -period $clk_period [get_ports {clk_50MHz}]

set non_clock_inputs [all_inputs -no_clocks]
set_input_delay [expr $clk_period * $clk_io_pct] -clock clk0 $non_clock_inputs
set_output_delay [expr $clk_period * $clk_io_pct] -clock clk0 [all_outputs]
```

## flow/design.v

```verilog
module f_divider(clk_50MHz, rst, m1, m0, clk_1kHz, clk_500Hz, clk_100Hz, clk_1Hz,clk_out);
input clk_50MHz, rst, m1, m0;
output reg clk_1kHz, clk_500Hz, clk_100Hz, clk_1Hz,clk_out;
reg [31:0] N, count_o, count_1k, count_500, count_100, count1;
always@(m1, m0)
	case({m1,m0})
		2'b00: N=100000000;
		2'b01: N=25000000;
		2'b10: N=5000000;
		2'b11: N=1000000;
	endcase
always@(posedge clk_50MHz)
begin
	if(!rst)
		begin
			count_o=0;
			count_1k=0;
			count_500=0;
			count_100=0;
			count1=0;
			clk_1kHz=0;
			clk_500Hz=0;
			clk_100Hz=0;
			clk_1Hz=0;
			clk_out=0;
		end
	else
		begin
			if(count_o<=N/2-1)
				count_o<=count_o+1;
			else 
				begin
					count_o<=0;
					clk_out<=~clk_out;
				end
			if(count_1k<=50000/2-1)
				count_1k<=count_1k+1;
			else
				begin
					count_1k<=0;
					clk_1kHz=~clk_1kHz;
				end
			if(count_500<=100000/2-1)
				count_500<=count_500+1;
			else 
				begin
					count_500<=0;
					clk_500Hz<=~clk_500Hz;
				end
			if(count_100<=500000/2-1)
				count_100<=count_100+1;
			else 
				begin
					count_100<=0;
					clk_100Hz<=~clk_100Hz;
				end
			if(count1<=50000000/2-1)
				count1<=count1+1;
			else 
				begin
					count1<=0;
					clk_1Hz<=~clk_1Hz;
				end
		end
end
endmodule
```

==> node_exporter_impl.prom <==
# HELP chip_impl_metric Implementation results
# TYPE chip_impl_metric gauge
chip_impl_metric{name="max_cap_violations",unit=""} 0
chip_impl_metric{name="yosys.cell_types.count",unit=""} 51
chip_impl_metric{name="finalCritPeriodShare",unit=""} 0.8150
chip_impl_metric{name="synth-edff-count",unit=""} 0
chip_impl_metric{name="place_congestion",unit=""} 0.8007
chip_impl_metric{name="num_antenna_cells",unit=""} 0
chip_impl_metric{name="post_dp_cell_area",unit="sq um"} 7046
chip_impl_info{name="ys_top_cells_by_count",value="sky130_fd_sc_hd__dfxtp_1, sky130_fd_sc_hd__nor2_1, sky130_fd_sc_hd__xnor2_1"} 1
chip_impl_metric{name="chip_area",unit="sq um"} 16730
chip_impl_metric{name="cts_sinks",unit=""} 165
chip_impl_metric{name="dp_cells",unit=""} 951
chip_impl_metric{name="ios",unit=""} 9
chip_impl_metric{name="slew_headroom",unit=""} 0.5620
chip_impl_metric{name="drc",unit=""} 0
chip_impl_metric{name="numSynthFlops",unit=""} 165
chip_impl_metric{name="highest_clock_rate",unit="MHz"} 350.6
chip_impl_metric{name="worst_r2r_path_depth",unit=""} 6
chip_impl_info{name="rsz0062_at_grt",value="false"} 1
chip_impl_metric{name="synth.yosys.warnings",unit=""} 1
chip_impl_info{name="root_buffer",value="sky130_fd_sc_hd__clkbuf_16"} 1
chip_impl_metric{name="synthCells",unit=""} 676
chip_impl_metric{name="track_usage",unit=""} 0.1451
chip_impl_metric{name="vdd_ir_drop_max",unit="mV"} 0.3453
chip_impl_info{name="cp-startpoint",value="m0"} 1
chip_impl_info{name="setup.worst_path.start_class",value="input port"} 1
chip_impl_info{name="crit_path_end_kind",value="flip-flop"} 1
chip_impl_metric{name="ff2ff_setup_slack",unit="ns"} 1.24
chip_impl_metric{name="yosys-stat-area",unit="sq um"} 6487
chip_impl_metric{name="layout_min_cycle_time",unit="ns"} 2.852
chip_impl_info{name="run_status",value="complete, no violations"} 1
chip_impl_metric{name="grt_remaining_overflow",unit=""} 0
chip_impl_metric{name="cts-resized-gates",unit=""} 0
chip_impl_metric{name="postRouteAntennaNets",unit=""} 0
chip_impl_metric{name="synth_seq_share",unit=""} 0.5092
chip_impl_metric{name="fin_worst_skew",unit="ns"} 0.006740
chip_impl_metric{name="area_growth",unit="%"} 17.32
chip_impl_metric{name="synth.cell_area",unit="sq um"} 6487
chip_impl_metric{name="drt_iter0_drc",unit=""} 298
chip_impl_metric{name="setup_total_negative_slack",unit="ns"} 0
chip_impl_metric{name="report.final.slew_viol_count",unit=""} 0
chip_impl_metric{name="clock_path_buffers",unit=""} 2
chip_impl_metric{name="grt_start_max_net_pins",unit=""} 28
chip_impl_info{name="min_path_type",value="flip-flop to flip-flop"} 1
chip_impl_info{name="r2r-end",value="count_o[26]"} 1
chip_impl_info{name="rr_startpoint",value="count_o[0]"} 1
chip_impl_metric{name="clock_pin_transition_on_the_worst_setup_and_hold_timing_paths",unit="ns"} 0.07
chip_impl_metric{name="rows",unit=""} 46
chip_impl_metric{name="filler_cell_count",unit=""} 1419
chip_impl_metric{name="synth_largest_type_area_fraction",unit=""} 0.5092
chip_impl_metric{name="ctsHtreeMaxLevel",unit=""} 4
chip_impl_metric{name="first_global_vias",unit=""} 4264
chip_impl_metric{name="insertion_delay",unit="ns"} 0.42
chip_impl_info{name="synth.most_common_cell",value="sky130_fd_sc_hd__dfxtp_1"} 1
chip_impl_metric{name="seq_cell_area",unit="sq um"} 3303
chip_impl_metric{name="async_flop_share",unit=""} 0
chip_impl_metric{name="synth_stat.cells",unit=""} 676
chip_impl_metric{name="powerDensity",unit="nW/um^2"} 489.3
chip_impl_metric{name="design.core.area",unit="sq um"} 15890
chip_impl_metric{name="grt_antenna_before_repair",unit=""} 0
chip_impl_metric{name="drt_pre_antenna_iters",unit=""} 4
chip_impl_metric{name="tool_warnings",unit=""} 29
chip_impl_metric{name="detail_route.wl_per_cell",unit="um"} 10.73
chip_impl_metric{name="wire_length_of_the_first_global_routing_pass",unit="mm"} 19.26
chip_impl_metric{name="place.detailed.hpwl",unit="mm"} 7.177
chip_impl_info{name="top_cells_by_area",value="sky130_fd_sc_hd__dfxtp_1, sky130_fd_sc_hd__xnor2_1, sky130_fd_sc_hd__nor2_1"} 1
chip_impl_metric{name="wirelength_routed",unit="mm"} 10.54
chip_impl_metric{name="fin_cells",unit=""} 983
chip_impl_metric{name="die_y",unit="um"} 129.4
chip_impl_metric{name="floorplan.die.width",unit="um"} 129.4
chip_impl_metric{name="route.detailed.vias_per_inst",unit=""} 4.628
chip_impl_metric{name="post-cts-setup-buffer-count",unit=""} 0
chip_impl_metric{name="cts_made_buffers",unit=""} 17
chip_impl_info{name="flop_cell",value="sky130_fd_sc_hd__dfxtp_1"} 1
chip_impl_metric{name="timing.final.hold_violations",unit=""} 0
chip_impl_metric{name="hold_buffers",unit=""} 0
chip_impl_metric{name="placement.io_buffers",unit=""} 8
chip_impl_metric{name="layout.area.comb",unit="sq um"} 3249
chip_impl_metric{name="critPathRequiredTime",unit="ns"} 3.80
chip_impl_info{name="tritoncts",value="built"} 1
chip_impl_metric{name="final_cell_area",unit="sq um"} 7611
chip_impl_info{name="worstSetupPathType",value="input port to flip-flop"} 1
chip_impl_metric{name="route.vias.total",unit=""} 4549
chip_impl_metric{name="critical_path_peak_fanout",unit=""} 27
chip_impl_metric{name="final_layout_size_suffix_gt1_frac",unit=""} 0.08475
chip_impl_metric{name="power_leakage",unit="nW"} 2.681
chip_impl_metric{name="setup_failing_eps_final",unit=""} 0
chip_impl_info{name="netlist.top_cell.by_area",value="sky130_fd_sc_hd__dfxtp_1"} 1
chip_impl_info{name="capturing_instance_or_port_of_the_critical_path",value="count_o[5]"} 1
chip_impl_metric{name="synthesis.area_per_instance",unit="sq um"} 9.597
chip_impl_metric{name="timing_worst_slew_pin_value",unit="ns"} 0.6552
chip_impl_metric{name="data_arrival_time_at_the_worst_slack_endpoint",unit="ns"} 3.15
chip_impl_metric{name="fp_util",unit=""} 0.4084
registers in the layout, summed over array words and instances (netlist names):
name and cells:
clk_1kHz 1, count_500 32, clk_1Hz 1, clk_100Hz 1, count_o 32, count_1k 32
clk_out 1, count_100 32, count1 32, clk_500Hz 1
report_power, final:
group          leakage [nW]  internal (mW)  switching (mW)
clock network         0.279          0.939           0.795
registers              1.35           1.92          0.0128
logic                  1.05         0.0267          0.0319
total                  2.68           2.88           0.839
critical path, cell delays in order:
cell and delay, ns:
sky130_fd_sc_hd__clkdlybuf4s50_1 0.44, sky130_fd_sc_hd__inv_1 0.12, sky130_fd_sc_hd__ha_1 0.21, sky130_fd_sc_hd__inv_1 0.13, sky130_fd_sc_hd__ha_1 0.34, sky130_fd_sc_hd__nand4b_1 0.14, sky130_fd_sc_hd__nor4_1 0.27, sky130_fd_sc_hd__nand4b_1 0.21
sky130_fd_sc_hd__o221ai_2 0.18, sky130_fd_sc_hd__buf_4 0.31, sky130_fd_sc_hd__nor2_1 0.09
placed cells by master, fill, tap and decap left out, drive strengths merged, types with 23 or more instances in the layout:
master,n
conb,61
dfxtp,165
ha,29
inv,35
nand2,36
nand3,41
nor2,127
nor4,23
xnor2,56
xor2,32
kinds of logic (layout without fill, tap and decap cells):
kind of cell / after synthesis / after routing / share of synthesized area
xor gates and xnor gates: 88 / 88 / 0.1188
other: 2 / 61 / 0.001158
muxes: 1 / 1 / 0.001543
and+or+nand+nor: 308 / 308 / 0.2419
DFF: 165 / 165 / 0.5092
AOI/OAI and AO/OA: 42 / 42 / 0.04513
adders and majority gates: 29 / 29 / 0.05593
buffers and inverters: 41 / 73 / 0.02642
final cells by class:
class                      instances  area share
sequential                       165      0.4340
timing repair buffer              13     0.01545
clock buffer                      17     0.05589
tap                              216     0.03551
multi-input combinational        529      0.4269
inverter                          28     0.01381
clock inverter                    15     0.01841
through the flow:
stage	hold slack [ns]	power [mW]	setup WS (ns)	util
after floorplan	0.4129	2.004	0.7272	-
after global placement	0.4230	2.029	0.3263	0.4435
after detailed placement	0.4314	2.032	0.2435	0.4435
after CTS	0.4411	3.771	0.6747	0.4791
after global routing	0.4746	3.891	0.4101	0.4791
final	0.4396	3.724	0.6476	0.4791
how the worst min path moves through the flow:
stage          startpoint           to  slack [ns]  cells past startpoint
CTS           count_1k[0]  count_1k[0]        0.44                      1
global route  count_1k[0]  count_1k[0]        0.47                      1
finish        count_1k[0]  count_1k[0]        0.44                      1
per-layer routing:
layer / vias up / part of all wire / global-route usage
li1: 2418 / - / -
met1: 2057 / 0.53 / 0.2248
met2: 65 / 0.42 / 0.2226
met3: 9 / 0.033 / 0.02902
met4: 0 / 0.011 / 0.01730
met5: - / 0 / 0
Power figures rest on the tool's default switching activity, not on a simulated workload.
